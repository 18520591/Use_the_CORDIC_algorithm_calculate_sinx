**design/flow/config.mk**
```make
export PLATFORM = sky130hd
export DESIGN_NAME = Ram
export DESIGN_NICKNAME = Ram
export VERILOG_FILES = /design/flow/design.v
export SDC_FILE = /design/flow/constraint.sdc
export NUM_CORES = 4
export LEC_CHECK = 1
export CORE_AREA = 10 10 70 70
export DIE_AREA = 0 0 80 80
```
**design/flow/constraint.sdc**
```tcl
current_design Ram

set clk_period 3.7
set clk_io_pct 0.2

create_clock -name clk0 -period $clk_period [get_ports {clk}]

set non_clock_inputs [all_inputs -no_clocks]
set_input_delay [expr $clk_period * $clk_io_pct] -clock clk0 $non_clock_inputs
set_output_delay [expr $clk_period * $clk_io_pct] -clock clk0 [all_outputs]
```
**design/flow/design.v**
```verilog
module Ram(Out, i, clk, reset);
	input [7:0] i;
	input clk, reset;
	output [31:0] Out;
	reg [31:0] arctan [0:21];
	always @ (posedge clk, posedge reset)
	begin
		if(reset)
		begin
			arctan[0] <= 32'b01000010001101000000000000000000;
			arctan[1] <= 32'b01000001110101001000010100111001;
			arctan[2] <= 32'b01000001011000001001010001110100;
			arctan[3] <= 32'b01000000111001000000000000100010;
			arctan[4] <= 32'b01000000011001001110001010101001;
			arctan[5] <= 32'b00111111111001010001101111001010;
			arctan[6] <= 32'b00111111011001010010101000011010;
			arctan[7] <= 32'b00111110111001010010110110101111;
			arctan[8] <= 32'b00111110011001010010111010010100;
			arctan[9] <= 32'b00111101111001010010111011001101;
			arctan[10] <= 32'b00111101011001010010111011011100;
			arctan[11] <= 32'b00111100111001010010111011011111;
			arctan[12] <= 32'b00111100011001010010111011100000;
			arctan[13] <= 32'b00111011111001010010111011100000;
			arctan[14] <= 32'b00111011011001010010111011100000;
			arctan[15] <= 32'b00111011111101010100011100011101;
			arctan[16] <= 32'b00111010011001010010111011100000;
			arctan[17] <= 32'b00111001111001010010111011100000;
			arctan[18] <= 32'b00111001011001010010111011100000;
			arctan[19] <= 32'b00111000111001010010111011100000;
			arctan[20] <= 32'b00111000011001010010111011100000;
		end
	end
	assign Out = arctan[i];
endmodule
```
**design/flow/run.sh**
```bash
#!/bin/bash
# OpenROAD 26Q1-2900-gdf79404cd8, Yosys 0.63+post, stock flow scripts
make -C /OpenROAD-flow-scripts/flow DESIGN_CONFIG=/design/flow/config.mk WORK_HOME=/design/flow/orfs finish
```
==> flow_summary.ini <==
; generated from flow reports
[status]
status = completed

[placement]
place_hpwl_mm = 1.78
place.gp.congestion = 0.828
dp_slack_ns = 0.193
port_buffers = 34

[synthesis]
ys_seq_share_pct = 0
synthTopCellsByCount = a21oi_1 (16), nand2_1 (13), o21ai_0 (13)
syn_inst = 114
yosysTopAreaCellShare_pct = 12.4
synth.area.top_cells = a21oi_1 (12%), buf_4 (12%), o21ai_0 (10%)
synth_cell_types = 32
largest_area_cell = a21oi_1
most_common_cell = a21oi_1
syn_avg_cell_area_um2 = 5.69
yosysWarningCount = 34
ys_cells = 114
synth_area_um2 = 648
yosys_area_um2 = 648

[critical_path]
crit_path_top_delay_cell = clkdlybuf4s50_1
crit_top_cell = clkdlybuf4s50_1
cpPeakStageDelay_ns = 0.61
startpoint_type = primary input
worst-path-buf-inv = 3
worst-setup-path-type = primary input to output port
required_ns = 2.96
critical_path.endpoint_type = output port
cp_top_family = buffers and inverters
path_cells = clkdlybuf4s50_1 -> buf_4 -> and2_4 -> o21ai_0 -> nand2_1 -> a21oi_1 -> clkdlybuf4s50_1
cp_max_fo = 13
critPathArrivalTime_ns = 2.76

[route]
routedWlPerCell_um = 11.9
num_antenna_cells = 0
antenna_left = 0
drtPass1Iterations = 4
drt_iter0_drc = 24
routed_wl_mm = 2.23
drc_errors = 0
viasPerCell = 4.36
num_vias = 816

[sta]
finalMaxSlewViolations = 0
setup_viol = 0
finalWorstSetupSlack_ns = 0.199
post-route-min-period_ns = 3.50
hold_viol = 0
finalCritPeriodShare_pct = 94.6
final.setup.tns_ns = 0
fmax_ghz = 0.286
rsz0062_at_grt = false

[floorplanning]
io_pins = 42
rows = 21
fp_util_pct = 19.0
die_area_um2 = 6400
die_height_um = 80
die_w_um = 80
core_area_um2 = 3420

[cells_and_area]
clockBufferCount = 0
regArea_um2 = 0
n_fill_cell = 405
flop-count = 0
drive_gt1_share_pct = 8.51
syn2layout_area_growth_pct = 52.3

[pwr]
combPwrFrac_pct = 100.0
clockPowerShare_pct = 0
power.share.sequential_pct = 0
power.switching_mw = 0.0493
ir_drop_mv = 0.0331
powerDensity_nw_per_um2 = 121
internal_power_mw = 0.0701
swShare_pct = 41.3
total_power_mw = 0.119
leakage_nw = 0.372

[job]
cap_violations = 0
warnings = 32

[global_route]
grt_remaining_overflow = 0
antenna_found_initial = 0
grt_usage_pct = 6.60
grt_pass1_wl_mm = 3.57
grt_pass1_vias = 723
grt_max_degree = 31

[clocking]
cts_resized = 0
cts_setup_buffers = 0
ctsHoldBuffers = 0

[hold_path]
min_path_type = primary input to output port
cells in the final DEF (no fill, tap or decap), drive strengths merged, types with 2 or more instances in the layout:
cell type      Yosys  final
clkdlybuf4s50      0     34
a21oi             16     16
o21ai             16     16
nand2             13     13
nor2              13     13
buf               15      8
nor3               6      6
nor2b              6      6
o21a               3      3
or3                3      3
nand2b             3      3
conb               1      3
inv                2      2
xnor2              2      2
and2               2      2
a221oi             2      2
final cells by class:
cell class	instances	area [µm²]	share of cell area, %
multi-input combinational	97	522	52.9
tap	46	57.6	5.83
inverter	2	7.51	0.760
timing repair buffer	42	400	40.6
through the flow:
| stage | instances | instance area [µm²] | utilization [%] | hold slack (ns) |
|---|---|---|---|---|
| 3_3_place_gp | 187 | 987 | 28.9 | 2.52 |
| 5_1_grt | 187 | 987 | 28.9 | 2.58 |
| 3_5_place_dp | 187 | 987 | 28.9 | 2.52 |
| 4_1_cts | 187 | 987 | 28.9 | 2.52 |
| 6_report | 187 | 987 | 28.9 | 2.50 |
| 2_1_floorplan | 116 | 656 | - | 1.59 |
logic make-up (layout without fill, tap and decap cells):
family | Yosys count | count (layout) | synth area share [%]
other cells | 1 | 3 | 0.579
buf+inv | 19 | 44 | 20.7
compound gates | 42 | 42 | 38.2
simple gates | 50 | 50 | 37.8
xor+xnor | 2 | 2 | 2.70
per-layer routing:
layer	wire length (µm)	part of all wire, %	track usage [%]	vias up
met5	0	0	0	-
met4	0	0	0	0
met3	138	6.2	1.70	0
met2	1050	47	10.8	17
met1	1050	47	8.97	349
li1	-	-	-	450
power by group through the flow:
stage	Clock [mW]	Sequential (mW)	Combinational (mW)
4_1_cts	0	0	0.123
5_1_grt	0	0	0.135
6_report	0	0	0.119
path summary, 6_finish.rpt:
check  start  endpoint  slack, ns  cells after the start
max     i[0]    Out[7]       0.20                      7
min     i[4]    Out[3]       2.50                      3
tightest hold or removal path: stages:
cell and delay (ns):
clkdlybuf4s50_1 0.56, a21oi_1 0.06, clkdlybuf4s50_1 0.40
Power and IR drop assume default switching activity.
